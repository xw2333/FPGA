==> ./config.mk <==
export PLATFORM = sky130hd
export DESIGN_NAME = uart_tx
export DESIGN_NICKNAME = uart_tx
export VERILOG_FILES = /design/flow/design.v
export SDC_FILE = /design/flow/constraint.sdc
export NUM_CORES = 4
export LEC_CHECK = 1
export CORE_AREA = 10 10 105 105
export DIE_AREA = 0 0 115 115
==> ./design.v <==
module uart_tx(
		input 			sclk 	,
		input 			s_rst_n ,
		input			tx_trig,
		input  [ 7:0]		uart_tx ,
		output 	reg	 	rs232_tx  
);
localparam BAUD_END = 5207 ;
localparam BAUD_M = BAUD_END/2 - 1 ;
localparam BIT_END = 8 ;
reg	[7:0]	uart_tx_reg;
reg 	[12:0]	baud_cnt ;
reg 		bit_flag ;
reg 	[ 3:0] 	bit_cnt ;
reg		tx_flag;
always	@(posedge sclk or negedge s_rst_n)begin
if(!s_rst_n)
	tx_flag <= 1'b0;
else if(bit_cnt == 'd8 && bit_flag == 1'b1)
	tx_flag <= 1'b0;
else if(tx_trig == 1'b1)
	tx_flag <= 1'b1;
end
always	@(posedge sclk or negedge s_rst_n)begin
if(!s_rst_n)
	uart_tx_reg <= 8'd0;
else if (tx_trig == 1'b1)
	uart_tx_reg <= uart_tx;
end
always 	@(posedge sclk or negedge s_rst_n)begin
if(!s_rst_n)
	baud_cnt <= 'd0;
else if (baud_cnt == BAUD_END )
	baud_cnt <= 'd0;
else if(tx_flag == 1'b1)
	baud_cnt <= baud_cnt + 1'b1;
else 
	baud_cnt <= 'd0;
end
always	@(posedge sclk or negedge s_rst_n)begin
if (!s_rst_n)
	bit_flag <= 1'b0;
else if (baud_cnt == BAUD_END)
	bit_flag <= 1'b1;
else 
	bit_flag <= 1'b0;
end
always	@(posedge sclk or negedge s_rst_n)begin
if (!s_rst_n)
	bit_cnt <= 'd0;
else if (bit_cnt == BIT_END && bit_flag == 1'b1)
	bit_cnt <= 'd0;
else if(bit_flag == 1'b1 && tx_flag ==1'b1)
	bit_cnt <=bit_cnt + 1'b1;
end
always 	@(posedge sclk or negedge s_rst_n)begin
if(!s_rst_n)
	rs232_tx <= 1'b1;
else if(tx_flag ==1'b1)
	case(bit_cnt)
	0:	rs232_tx <=1'b0;
	1:	rs232_tx <= uart_tx_reg[0];
	2:	rs232_tx <= uart_tx_reg[1];
	3:	rs232_tx <= uart_tx_reg[2];
	4:	rs232_tx <= uart_tx_reg[3];
	5:	rs232_tx <= uart_tx_reg[4];
	6:	rs232_tx <= uart_tx_reg[5];
	7:	rs232_tx <= uart_tx_reg[6];
	8:	rs232_tx <= uart_tx_reg[7];		
	default: rs232_tx <= 1'b1;
	endcase	
else
	rs232_tx <= 1'b1;
end
endmodule
==> ./constraint.sdc <==
current_design uart_tx

set clk_period 2.4
set clk_io_pct 0.2

create_clock -name clk0 -period $clk_period [get_ports {sclk}]

set non_clock_inputs [all_inputs -no_clocks]
set_input_delay [expr $clk_period * $clk_io_pct] -clock clk0 $non_clock_inputs
set_output_delay [expr $clk_period * $clk_io_pct] -clock clk0 [all_outputs]
==> ./run.sh <==
#!/bin/bash
# OpenROAD 26Q1-2900-gdf79404cd8, Yosys 0.63+post, stock flow scripts
make -C /OpenROAD-flow-scripts/flow DESIGN_CONFIG=/design/flow/config.mk WORK_HOME=/design/flow/orfs finish
==> impl_metrics.tcl <==
# yosys + openroad results
set metrics [dict create \
    die_w_um 115 \
    clk_pin_slew_ns 0.09 \
    yosys_area_mm2 0.00137 \
    arrival_ns 2.29 \
    drt_iter0_drc 19 \
    largest_register_ffs 13 \
    power_mw 1.05 \
    cp-start-kind "flip-flop" \
    drive_above_1_share 0.123 \
    vias 915 \
    p_sw_mw 0.296 \
    combinationalPowerShare 0.162 \
    switching_share 0.281 \
    clock-sinks 28 \
    netlist_instances 127 \
    regToRegSetupSlack_ns 0.26 \
    status "completed" \
    min_period_over_period 0.892 \
    grt_pass1_vias 947 \
    p_leak_nw 0.642 \
    end_kind "flip-flop" \
    n_antenna_cell 0 \
    grt_pass1_wl_um 4430 \
    vias_per_cell 3.72 \
    slowest_stage "or4b_1" \
    ctsHoldBuffers 0 \
    clockBufferDepth 2 \
    firstDrtPassIters 3 \
    area_growth_pct 19.8 \
    pwr-share-clk 0.247 \
    io_pins 12 \
    clk_latency_ns 0.27 \
    layout_top_cell "dfrtp_1" \
    setup_tns_ns 0 \
    syn_area_mm2 0.00137 \
    min_path_type "flip-flop to flip-flop" \
    yosysWarnings 1 \
    grt-ovfl-total 0 \
    synth_flops 28 \
    final_cells 246 \
    cts_tree "yes" \
    hold_viol_final 0 \
    warning_count 28 \
    drc 0 \
    numCtsBuffers 3 \
    p_per_area_mw_per_mm2 642 \
    track_usage 0.0392 \
    slew_headroom 0.683 \
    drv_cap 0 \
    critical-path-max-stage-delay_ns 0.53 \
    peakVddDrop_v 0.000258 \
    synth-edff-count 0 \
    period_needed_ns 2.14 \
    fin_skew_ns 0.00523 \
    cts.repair.resized 0 \
    internal_power_mw 0.758 \
    path_cells "or4b_1, or4_4, o21ai_2, nor2_1" \
    yosys_cells 127 \
    slew_viol_final 0 \
    ys_seq_share 0.512 \
    die_area_mm2 0.0132 \
    crit_type "flip-flop to flip-flop" \
    critPathMaxFanout 11 \
    wire_per_inst_um 9.87 \
    finalWeightedCongestion 0.797 \
    htreeDepth 1 \
    setup_viol 0 \
    ff_type "dfrtp_1" \
    p_seq_frac 0.590 \
    fp.dieH_um 115 \
    max_slew.worst_pin.slew_ns 0.475 \
    numPlacedInstances 242 \
    cts_setup_buffers 0 \
    fp_util 0.156 \
    ys_types 34 \
    port_buffers 11 \
    num_rows 34 \
    critPathRequiredTime_ns 2.55 \
    async_flop_share 1.00 \
    grt_max_degree 29 \
    antenna_found_initial 0 \
    dp.final_hpwl_um 1750 \
    wl_um 2430 \
    syn_area_per_cell_um2 10.8 \
    clock.fmax_mhz 467 \
    rsz0062_at_grt "false" \
    cts-root-buf "clkbuf_8" \
    fillers 956 \
    floorplan.core_area_mm2 0.00876 \
    final_cell_mix "27 x dfrtp_1, 16 x nor2_1, 11 x clkdlybuf4s50_1, 10 x mux2_2" \
    final_antenna_net_count 0 \
]
==> Yosys cell counts, types with 2 or more instances <==
cell | count | area share
xor2_1 | 3 | 0.019
nand3_1 | 8 | 0.029
a211oi_1 | 2 | 0.011
ha_1 | 5 | 0.046
xnor2_1 | 8 | 0.051
mux2_2 | 10 | 0.082
nor4_1 | 4 | 0.018
nor2_1 | 16 | 0.044
o31ai_1 | 2 | 0.011
nand4_1 | 2 | 0.0091
dfrtp_1 | 27 | 0.49
inv_1 | 7 | 0.019
clkbuf_1 | 4 | 0.011
a22o_1 | 2 | 0.013
nand2_1 | 6 | 0.016
o21ai_0 | 3 | 0.011
==> critical path, delay by kind of cell, from the launching register on <==
| kind | cells | cell delay [ns] |
|---|---|---|
| AND-OR/OR-AND | 1 | 0.43 |
| AND/OR/NAND/NOR | 3 | 1.14 |
| flip-flops | 1 | 0.45 |
==> stage by stage <==
step / util / area (µm²) / setup slack (ns) / hold slack (ns)
final: 0.187 / 1640 / 0.259 / 0.479
after global routing: 0.187 / 1640 / 0.159 / 0.498
after CTS: 0.187 / 1640 / 0.247 / 0.488
after detailed placement: 0.182 / 1600 / 0.265 / 0.474
after global placement: 0.182 / 1600 / 0.307 / 0.465
after floorplan: - / 1370 / 0.522 / 0.184
==> power by group through the flow <==
stage	Sequential, mW	Combinational [mW]	Clock [mW]
after global routing	0.633	0.202	0.292
after CTS	0.624	0.174	0.277
final	0.622	0.171	0.261
==> worst paths after layout <==
path	cells after the start	startpoint	to
max	4	baud_cnt[3]	baud_cnt[7]
min	1	baud_cnt[0]	baud_cnt[0]
max reg2reg	4	baud_cnt[3]	baud_cnt[7]
min reg2reg	1	baud_cnt[0]	baud_cnt[0]
max in group asynchronous	2	s_rst_n	rs232_tx
min in group asynchronous	2	s_rst_n	baud_cnt[11]
==> cells by family (layout without fill, tap and decap cells) <==
group,count (synthesis),count (layout),share of synthesized area
flops,28,28,0.512
buf+inv,12,23,0.0383
fa+ha+maj,5,5,0.0456
xor+xnor,11,11,0.0703
mux,11,11,0.0894
compound gates,15,15,0.0766
simple gates,45,45,0.168
==> per-layer routing <==
layer	vias up	wire length (µm)	track usage
li1	466	-	-
met3	2	174	0.0164
met5	-	0	0
met2	13	1020	0.0556
met1	434	1210	0.0566
met4	0	26	0.00413
==> cell type report <==
| class | instances | area [µm²] | area share |
|---|---|---|---|
| clock buffers | 4 | 45.0 | 0.0274 |
| repair buffers | 12 | 118 | 0.0716 |
| well taps | 108 | 135 | 0.0823 |
| flip-flops and latches | 28 | 702 | 0.427 |
| multi-input cells | 87 | 617 | 0.375 |
| inverters | 7 | 26.3 | 0.0160 |
Power and IR drop assume default switching activity.
