**/design/flow/run.sh**
```bash
#!/bin/bash
# OpenROAD 26Q1-2900-gdf79404cd8, Yosys 0.63+post, stock flow scripts
make -C /OpenROAD-flow-scripts/flow DESIGN_CONFIG=/design/flow/config.mk WORK_HOME=/design/flow/orfs finish
```
**/design/flow/config.mk**
```make
export PLATFORM = sky130hd
export DESIGN_NAME = uart_rx
export DESIGN_NICKNAME = uart_rx
export VERILOG_FILES = /design/flow/design.v
export SDC_FILE = /design/flow/constraint.sdc
export NUM_CORES = 4
export LEC_CHECK = 1
export CORE_AREA = 10 10 105 105
export DIE_AREA = 0 0 115 115
```
**/design/flow/constraint.sdc**
```tcl
current_design uart_rx

set clk_period 3.9
set clk_io_pct 0.2

create_clock -name clk0 -period $clk_period [get_ports {sclk}]

set non_clock_inputs [all_inputs -no_clocks]
set_input_delay [expr $clk_period * $clk_io_pct] -clock clk0 $non_clock_inputs
set_output_delay [expr $clk_period * $clk_io_pct] -clock clk0 [all_outputs]
```
**/design/flow/design.v**
```verilog
module uart_rx(
		input 			sclk ,
		input 			s_rst_n ,
		input 			rs232_rx ,
		output reg [ 7:0] 	rx_data ,
		output reg 		po_flag
);
localparam BAUD_END = 56 ;
localparam BAUD_M = BAUD_END/2 - 1 ;
localparam BIT_END = 8 ;
reg rx_r1 ;
reg rx_r2 ;
reg rx_r3 ;
reg rx_flag ;
reg [12:0] baud_cnt ;
reg bit_flag ;
reg [ 3:0] bit_cnt ;
wire rx_neg ;
assign rx_neg = ~rx_r2 & rx_r3;
always @(posedge sclk) begin
	rx_r1 <= rs232_rx;
	rx_r2 <= rx_r1;
	rx_r3 <= rx_r2;
end
always @(posedge sclk or negedge s_rst_n) begin
	if(s_rst_n == 1'b0)
		rx_flag <= 1'b0;
	else if(rx_neg == 1'b1)
		rx_flag <= 1'b1;
	else if(bit_cnt == 'd0 && baud_cnt == BAUD_END)
		rx_flag <= 1'b0;
end	
always @(posedge sclk or negedge s_rst_n) begin
	if(s_rst_n == 1'b0)
		baud_cnt <= 'd0;
	else if(baud_cnt == BAUD_END)
		baud_cnt <= 'd0;
	else if(rx_flag == 1'b1)
		baud_cnt <= baud_cnt + 1'b1;
	else
		baud_cnt <= 'd0;
end
always @(posedge sclk or negedge s_rst_n) begin
	if(s_rst_n == 1'b0)
		bit_flag <= 1'b0;
	else if(baud_cnt == BAUD_M)
		bit_flag <= 1'b1;
	else
		bit_flag <= 1'b0;
end
always @(posedge sclk or negedge s_rst_n) begin
	if(s_rst_n == 1'b0)
		bit_cnt <= 'd0;
	else if(bit_flag == 1'b1 && bit_cnt == BIT_END)
		bit_cnt <= 'd0;
	else if(bit_flag == 1'b1)
		bit_cnt <= bit_cnt + 1'b1;
end
always @(posedge sclk or negedge s_rst_n) begin
	if(s_rst_n == 1'b0)
		rx_data <= 'd0;
	else if(bit_flag == 1'b1 && bit_cnt >= 'd1)
		rx_data <= {rx_r2, rx_data[7:1]};
end
always @(posedge sclk or negedge s_rst_n) begin
	if(s_rst_n == 1'b0)
		po_flag <= 1'b0;
	else if(bit_cnt == BIT_END && bit_flag == 1'b1)
		po_flag <= 1'b1;
	else
		po_flag <= 1'b0;
end
endmodule
```
==> job_summary.md <==
### Flow metrics

| Metric | Value |
|---|---|
| Setup Fix Bufs, Post-CTS | 0 |
| Clock sinks | 31 |
| Cts repair resizes | 0 |
| Relative slew slack | 45.30% |
| RSZ-0062 raised after global routing | false |
| Clock transition at path regs | 0.06 ns |
| Pwr per Cell Area | 533.3 nW/um^2 |
| Outcome | finished clean |
| Clock Path Buffers | 2 |
| DPL Wire Length | 1699 microns |
| Die Wd | 115 microns |
| GRT Total Usage | 3.593% |
| Crit Path Class | reg -> reg |
| Worst-path cell chain | or4_4 > o41ai_4 > nor2_1 |
| Synth Cell Area | 1386 sq um |
| Core area | 8763 sq um |
| Max-slew violations | 0 |
| Chip Area, Yosys | 1386 sq um |
| Synthesis-to-layout area growth | 24.10% |
| Critical path's slowest cell | o41ai_4 |
| CP Capture Type | register |
| Fill cells | 951 |
| Port bufs | 11 |
| Fin crit share | 52.83% |
| Post-route cell area | 1720 sq um |
| Worst-Margin Slew | 0.8176 ns |
| Sum Neg Setup Slack | 0 ns |
| Mapped Cells | 123 |
| Final Hold Vio Count | 0 |
| Netlist cell types | 27 |
| Seq share, synth | 54.87% |
| Synth warn | 1 |
| Crit-path max cell delay | 0.79 ns |
| Startpoint types | register |
| GR Overflow Total | 0 |
| IR drop worst, VDD | 0.1703 mV |
| Clock root cell | clkbuf_8 |
| Top Layout Cells | 28 x dfrtp_1, 11 x clkdlybuf4s50_1, 9 x nand2_1, 9 x a21oi_1, 8 x mux2_2 |
| Hold-fix buffers, CTS | 0 |
| Chip area | 13230 sq um |
| Layout cells sized above 1 | 14.29% |
| Req. time, crit path | 4.03 ns |
| FP Rows | 34 |
| Vias in the first global route | 909 |
| Routed Antenna Nets | 0 |
| Max frequency | 0.4853 GHz |
| Crit path max fanout | 14 |
| Avg Cell Area, Syn | 11.27 sq um |
| Min Tclk post-route | 2.060 ns |
| DR WL/cell | 9.653 microns |
| H-tree levels | 2 |
| # DRC | 0 |
| Ports | 12 |
| Die height | 115 microns |
| Max-Cap Viols | 0 |
| Vias/cell | 3.770 |
| CTS tree | yes |
| Lkg Pwr | 0.7402 nW |
| Post-DP Area | 1620 sq um |
| Initial DRC Count | 66 |
| Fp util | 15.82% |
| OpenROAD warning count | 28 |
| Yosys reg bits | 31 |
| Ys cells | 123 |
| Vias after detailed routing | 935 |
| Flip-flops with a built-in enable | 0 |
| Inserted Clock Buffers | 5 |
| Internal reg-to-reg setup slack | 1.84 ns |
| Commonest Layout Cell | dfrtp_1 |
| WL final | 2394 microns |
| Drt pass-1 iters | 4 |
| GP Congestion | 0.7710 |
| Clock skew | 0.004065 ns |
| Power Total | 917.4 uW |
| Largest net degree at the start of global routing | 29 |
| Skew-Pair Late Insertion Delay | 0.28 ns |
| Type of the worst min-delay path | reg -> reg |
| Endpoints failing setup | 0 |
| Dominant register cell | dfrtp_1 |
| Ys async rst share | 90.32% |
| Global-route wire length before repair | 4098 microns |
| Arrival time at the worst endpoint | 2.19 ns |
| Initial antenna violation count | 0 |
| Diode count | 0 |
==> worst max-delay path, delay by kind of cell (launching register included) <==
kind,cells,cell delay [ns]
compound gates,1,0.79
flops,1,0.43
simple gates,2,0.68
==> logic make-up (layout without fill, tap and decap cells) <==
logic type | count (synthesis) | in the layout | share of synthesized area (%)
flip-flops | 31 | 31 | 54.87
multiplexers | 8 | 8 | 6.498
AND/OR/NAND/NOR | 41 | 41 | 16.61
XOR/XNOR | 5 | 5 | 3.159
buffers and inverters | 10 | 27 | 3.250
adder cells (fa/ha/maj) | 5 | 5 | 4.513
AND-OR/OR-AND | 23 | 23 | 11.10
==> cell type report <==
class / instances / area (sq um) / share of cell area [%]
sequential: 31 / 760.7 / 44.22
multi-input combinational: 82 / 580.6 / 33.75
tap: 108 / 135.1 / 7.855
timing repair buffer: 12 / 117.6 / 6.836
clock buffer: 8 / 100.1 / 5.818
inverter: 7 / 26.28 / 1.527
==> state kept, by name (all words and copies together) (netlist names) <==
register  flops
rx_data       8
rx_r1         1
rx_flag       1
baud_cnt     13
rx_r3         1
bit_cnt       4
rx_r2         1
po_flag       1
bit_flag      1
==> where the power goes <==
group          internal (mW)  total, mW  leakage [nW]  switching, mW
clock network          0.161      0.271        0.0515          0.110
logic                 0.0955      0.202         0.292          0.106
registers              0.374      0.445         0.397         0.0705
total                  0.630      0.917         0.740          0.287
==> synth_stat cells (all sizes together), types with 2 or more instances <==
cell type | count | area, sq um
a21oi | 9 | 45.04
and4b | 2 | 20.02
clkbuf | 2 | 7.510
dfrtp | 28 | 700.7
dfxtp | 3 | 60.06
ha | 5 | 62.56
inv | 7 | 26.28
mux2 | 8 | 90.09
nand2 | 9 | 33.78
nand3 | 6 | 30.03
nand4 | 3 | 18.77
nor2 | 7 | 26.28
o21ai | 8 | 43.79
o31ai | 4 | 30.03
or3 | 4 | 25.02
or4 | 6 | 48.80
xnor2 | 2 | 17.52
xor2 | 3 | 26.28
==> worst paths after layout <==
| check | startpoint | to | depth (start not counted) |
|---|---|---|---|
| worst min-delay path | rx_r1 | rx_r2 | 0 |
| worst max register to register | baud_cnt[2] | baud_cnt[3] | 3 |
| worst min register to register | rx_r1 | rx_r2 | 0 |
| min in group asynchronous | s_rst_n | baud_cnt[6] | 2 |
| worst max-delay path | baud_cnt[2] | baud_cnt[3] | 3 |
| max in group asynchronous | s_rst_n | rx_data[3] | 2 |
==> metal layers <==
| layer | wire length (microns) | up-vias | part of all wire, % | track usage, % |
|---|---|---|---|---|
| li1 | - | 472 | - | - |
| met1 | 1107 | 447 | 46 | 4.485 |
| met2 | 1112 | 11 | 46 | 6.006 |
| met3 | 85 | 5 | 3.6 | 0.8966 |
| met4 | 89 | 0 | 3.7 | 1.073 |
| met5 | 0 | - | 0 | 0 |
==> stage by stage <==
step                hold WS, ns  instances  util, %  setup WS [ns]
floorplan                0.3096        123        -          2.028
global placement         0.3133        240    18.49          1.855
detailed placement       0.3138        240    18.49          1.826
CTS                      0.3254        248    19.63          1.806
global route             0.3330        248    19.63          1.648
finish                   0.3232        248    19.63          1.840
Power and IR drop assume default switching activity.
